## /design/flow/run.sh

```bash
#!/bin/bash
# OpenROAD 26Q1-2900-gdf79404cd8, Yosys 0.63+post, stock flow scripts
make -C /OpenROAD-flow-scripts/flow DESIGN_CONFIG=/design/flow/config.mk WORK_HOME=/design/flow/orfs finish
```

## /design/flow/config.mk

```make
export PLATFORM = sky130hd
export DESIGN_NAME = SpecializedMux
export DESIGN_NICKNAME = SpecializedMux
export VERILOG_FILES = /design/flow/design.v
export SDC_FILE = /design/flow/constraint.sdc
export NUM_CORES = 4
export LEC_CHECK = 1
export CORE_AREA = 10 10 70 70
export DIE_AREA = 0 0 80 80
```

## /design/flow/constraint.sdc

```tcl
current_design SpecializedMux

set clk_period 1.8
set clk_io_pct 0.2

create_clock -name clk0 -period $clk_period

set non_clock_inputs [all_inputs -no_clocks]
set_input_delay [expr $clk_period * $clk_io_pct] -clock clk0 $non_clock_inputs
set_output_delay [expr $clk_period * $clk_io_pct] -clock clk0 [all_outputs]
```

## /design/flow/design.v

```verilog
 module SpecializedMux(I_AM_OWNERS,IRDYS,FRAMES,GLOBAL_IRDY,GLOBAL_FRAME);
input [7:0] I_AM_OWNERS,IRDYS,FRAMES;
output wire GLOBAL_IRDY,GLOBAL_FRAME;
assign {GLOBAL_IRDY,GLOBAL_FRAME} =
(I_AM_OWNERS[0]) ? {IRDYS[0],FRAMES[0]} :
(I_AM_OWNERS[1]) ? {IRDYS[1],FRAMES[1]} :
(I_AM_OWNERS[2]) ? {IRDYS[2],FRAMES[2]} :
(I_AM_OWNERS[3]) ? {IRDYS[3],FRAMES[3]} :
(I_AM_OWNERS[4]) ? {IRDYS[4],FRAMES[4]} :
(I_AM_OWNERS[5]) ? {IRDYS[5],FRAMES[5]} :
(I_AM_OWNERS[6]) ? {IRDYS[6],FRAMES[6]} :
(I_AM_OWNERS[7]) ? {IRDYS[7],FRAMES[7]} : {1'b1,1'b1};
endmodule
```

==> impl_metrics.prom <==
# HELP chip_impl_metric Synthesis and place-and-route metrics
# TYPE chip_impl_metric gauge
chip_impl_info{name="outcome",value="finished, final reports clean"} 1
chip_impl_metric{name="post_synth.cell_area_avg",unit="um2"} 7.09
chip_impl_metric{name="hold_violations",unit=""} 0
chip_impl_info{name="yosys-top-cells-area",value="sky130_fd_sc_hd__nor2b_1 (22%), sky130_fd_sc_hd__nor3b_1 (18%), sky130_fd_sc_hd__a211oi_2 (15%)"} 1
chip_impl_metric{name="numPortBuffers",unit=""} 26
chip_impl_metric{name="gp_routability_congestion",unit=""} 0.822
chip_impl_metric{name="syn_inst",unit=""} 24
chip_impl_metric{name="ys_chip_area",unit="um2"} 170
chip_impl_metric{name="chip_area",unit="um2"} 6400
chip_impl_metric{name="ir_worst_vdd",unit="uV"} 18.9
chip_impl_metric{name="fp.dieW",unit="um"} 80
chip_impl_metric{name="layout-area-overhead-vs-synth",unit="%"} 199
chip_impl_metric{name="floorplan.core_util",unit=""} 0.0498
chip_impl_info{name="critical_path.endpoint_type",value="output port"} 1
chip_impl_metric{name="yosysUniqueCellTypes",unit=""} 9
chip_impl_metric{name="fmax",unit="MHz"} 578
chip_impl_metric{name="grt_usage",unit=""} 0.0302
chip_impl_metric{name="critical-path-max-stage-delay",unit="ns"} 0.42
chip_impl_metric{name="synth_warnings",unit=""} 0
chip_impl_metric{name="post-place-ws",unit="ns"} -0.474
chip_impl_metric{name="dr_wl_met3",unit="um"} 65
chip_impl_metric{name="number_of_global_route_vias_before_repair",unit=""} 328
chip_impl_metric{name="min_period_over_period",unit=""} 0.961
chip_impl_metric{name="routed-wl-met2",unit="um"} 576
chip_impl_info{name="netlist.top_cell.by_area",value="sky130_fd_sc_hd__nor2b_1"} 1
chip_impl_info{name="synthMostInstantiatedCell",value="sky130_fd_sc_hd__nor2b_1"} 1
chip_impl_metric{name="synth-seq-area-share",unit=""} 0
chip_impl_metric{name="total_leakage_power",unit="nW"} 0.228
chip_impl_metric{name="met1_wirelength",unit="um"} 437
chip_impl_metric{name="n_fill_cell",unit=""} 397
chip_impl_metric{name="layout.area.seq",unit="um2"} 0
chip_impl_metric{name="critical_path.max_fanout",unit=""} 1
chip_impl_info{name="timing.setup.critical_path_class",value="in2out"} 1
chip_impl_metric{name="worst_hold_slack",unit="ns"} 1.21
chip_impl_metric{name="post_synth_instance_area",unit="um2"} 170
chip_impl_metric{name="remaining_global_route_overflow",unit=""} 0
chip_impl_metric{name="num_antenna_cells",unit=""} 0
chip_impl_info{name="hold_path.class",value="in2out"} 1
chip_impl_metric{name="drt-initial-drc-count",unit=""} 9
chip_impl_metric{name="final-setup-viol-count",unit=""} 0
chip_impl_info{name="startpoint_types",value="input port"} 1
chip_impl_metric{name="critPathRequiredTime",unit="ns"} 1.44
chip_impl_metric{name="tightest_slew",unit="ns"} 0.250
chip_impl_metric{name="fin_crit",unit="ns"} 1.73
chip_impl_metric{name="grt_start_max_net_pins",unit=""} 7
chip_impl_metric{name="clock_buffer_count",unit=""} 0
chip_impl_metric{name="core.rowCount",unit=""} 21
chip_impl_metric{name="fin_area",unit="um2"} 508
chip_impl_metric{name="slew-limit-headroom",unit=""} 0.831
chip_impl_info{name="synth.top_cells.by_count",value="sky130_fd_sc_hd__nor2b_1 (6), sky130_fd_sc_hd__nor3b_1 (4)"} 1
chip_impl_metric{name="grt_pass1_wl",unit="mm"} 1.59
chip_impl_metric{name="detail_route.wirelength",unit="mm"} 1.08
chip_impl_metric{name="detailedRoute.firstPassIterationCount",unit=""} 4
chip_impl_metric{name="dpl-instance-area",unit="um2"} 495
chip_impl_metric{name="critPathArrivalTime",unit="ns"} 1.37
chip_impl_metric{name="instances_no_fill",unit=""} 97
chip_impl_metric{name="fp.coreArea",unit="um2"} 3420
chip_impl_info{name="grt_setup_unrepaired",value="no"} 1
chip_impl_metric{name="vias_per_cell",unit=""} 3.05
chip_impl_info{name="critical-path-slowest-cell",value="sky130_fd_sc_hd__clkdlybuf4s50_1"} 1
chip_impl_metric{name="synth_top_area_share",unit=""} 0.221
chip_impl_metric{name="final_antenna_net_count",unit=""} 0
chip_impl_metric{name="synth_stat.cells",unit=""} 24
chip_impl_info{name="critical_path.cell_chain",value="clkdlybuf4s50_1, a211oi_2, o311ai_1, and3_1, buf_2"} 1
chip_impl_metric{name="vias",unit=""} 296
chip_impl_metric{name="flop-count",unit=""} 0
chip_impl_metric{name="worst_path_setup_slack_after_routing",unit="ns"} 0.0710
chip_impl_metric{name="avgRoutedWirePerCell",unit="um"} 11.1
chip_impl_metric{name="layout-drive-gt1-share",unit=""} 0.176
chip_impl_metric{name="setup-tns-final",unit="ns"} 0
chip_impl_metric{name="log.warning_count",unit=""} 32
chip_impl_metric{name="drc",unit=""} 0
chip_impl_metric{name="power_density_over_the_cells",unit="nW/um2"} 159
chip_impl_metric{name="dpl.hpwl",unit="um"} 963
chip_impl_metric{name="floorplan.die.height",unit="um"} 80
chip_impl_metric{name="grt_antenna_before_repair",unit=""} 0
chip_impl_metric{name="ctsHoldBuffers",unit=""} 0
chip_impl_metric{name="slew_viol_final",unit=""} 0
chip_impl_metric{name="placed_cells",unit=""} 97
chip_impl_metric{name="timing.hold.worst_path_depth",unit=""} 5
chip_impl_info{name="highest_layer",value="met3"} 1
chip_impl_metric{name="cts_post_setup_buffers_inserted",unit=""} 0
chip_impl_metric{name="maxCapViolCount",unit=""} 0
chip_impl_metric{name="boundaryPins",unit=""} 26
chip_impl_metric{name="finish.utilization",unit=""} 0.149
chip_impl_metric{name="total_power",unit="uW"} 81.0
==> cells in the final DEF (no fill, tap or decap) <==
cell / instances
sky130_fd_sc_hd__o311ai_1: 2
sky130_fd_sc_hd__o31ai_1: 2
sky130_fd_sc_hd__nor3b_2: 2
sky130_fd_sc_hd__dlygate4sd2_1: 10
sky130_fd_sc_hd__nor2b_1: 6
sky130_fd_sc_hd__nand2_1: 2
sky130_fd_sc_hd__and3_1: 2
sky130_fd_sc_hd__buf_2: 2
sky130_fd_sc_hd__nor3b_1: 2
sky130_fd_sc_hd__buf_4: 1
sky130_fd_sc_hd__dlymetal6s2s_1: 6
sky130_fd_sc_hd__o21ai_0: 2
sky130_fd_sc_hd__clkdlybuf4s50_1: 8
sky130_fd_sc_hd__a211oi_2: 4
==> path summary, 6_finish.rpt <==
kind / startpoint / end / slack [ns]
worst min-delay path: IRDYS[5] / GLOBAL_IRDY / 1.21
worst max-delay path: FRAMES[5] / GLOBAL_FRAME / 0.07
==> worst max-delay path: cells and delay by family <==
| family | cells | cell delay (ns) |
|---|---|---|
| AOI/OAI and AO/OA | 2 | 0.30 |
| buffers and inverters | 2 | 0.53 |
| and+or+nand+nor | 1 | 0.17 |
==> power breakdown <==
part | switching (mW) | internal, mW | total [mW]
registers | 0 | 0 | 0
clock network | 0 | 0 | 0
logic | 0.0273 | 0.0536 | 0.0810
total | 0.0273 | 0.0536 | 0.0810
==> per-layer routing <==
layer,GRT usage,up-vias
li1,-,152
met1,0.0349,132
met2,0.0594,12
met3,0.00455,0
met4,0,0
met5,0,-
==> kinds of logic after synthesis <==
| logic type | synth area share |
|---|---|
| simple gates | 0.515 |
| compound gates | 0.485 |
==> layout make-up <==
class / instances / area (um2) / share of cell area
Multi-Input combinational cell: 24 / 190 / 0.374
Tap cell: 46 / 57.6 / 0.113
Timing Repair Buffer: 27 / 260 / 0.512
==> what timing repair did <==
action                                  4_1_cts  5_1_grt
pin swaps                                     6        6
cloned                                        0        0
endpoints found under the setup margin        2        2
resized                                      20        7
No activity file was given, so power comes from the tool's default toggle rates.
